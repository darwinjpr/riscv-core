### /design/flow/design.v
`timescale 1ns / 1ps
module Mux_B(
    input wire [1:0] Senal,
    input wire [31:0] imm,imm_sw,resultado,
    output reg [31:0] Salida
    );
    always @(*) begin
    case(Senal)
        2'b00:begin 
        Salida=resultado;
        end
        2'b01:begin 
        Salida=imm;
        end
        2'b10: begin 
        Salida=imm_sw;
        end
        2'b11:begin 
       Salida=32'bz ;
        end
    endcase
    end
endmodule 
### /design/flow/run.sh
#!/bin/bash
# OpenROAD 26Q1-2900-gdf79404cd8, Yosys 0.63+post, stock flow scripts
make -C /OpenROAD-flow-scripts/flow DESIGN_CONFIG=/design/flow/config.mk WORK_HOME=/design/flow/orfs finish
### /design/flow/config.mk
export PLATFORM = sky130hd
export DESIGN_NAME = Mux_B
export DESIGN_NICKNAME = Mux_B
export VERILOG_FILES = /design/flow/design.v
export SDC_FILE = /design/flow/constraint.sdc
export NUM_CORES = 4
export LEC_CHECK = 1
export CORE_AREA = 10 10 71 71
export DIE_AREA = 0 0 81 81
### /design/flow/constraint.sdc
current_design Mux_B

set clk_period 5.2
set clk_io_pct 0.2

create_clock -name clk0 -period $clk_period

set non_clock_inputs [all_inputs -no_clocks]
set_input_delay [expr $clk_period * $clk_io_pct] -clock clk0 $non_clock_inputs
set_output_delay [expr $clk_period * $clk_io_pct] -clock clk0 [all_outputs]
==> impl_metrics.toml <==
# implementation run metrics
[final_layout]
flops = 0
nClkBuffers = 0
syn2layout_area_growth_pct = 204.5
layout-drive-gt1-share = 0.01717
regArea_um2 = 0
utilization = 0.5337

[global_routing]
track_usage = 0.1230
gr-total-overflow = 0
grt_pass1_vias = 1231
antenna_found_initial = 0
grt_max_degree = 33
grt_first_pass_wirelength_um = 6582

[route]
first_pass_iters = 6
drt_iter0_markers = 66
num_vias = 1260
drcViolationCount = 0
drt-total-wl_um = 4333
wire_per_inst_um = 15.42
routed_via_density = 4.484
ant_nets = 0
diodes = 0

[floorplanning]
die-area_um2 = 6561
row_count = 22
die_x_um = 81
coreArea_um2 = 3633
die_height_um = 81
ios = 130
fp-utilization = 0.1753

[synthesis]
ys_sh_adder = 0.03929
synthAoiAreaFrac = 0.6287
ys_types = 8
xor_share = 0
ys_area_um2 = 636.9
area_leaders = "a22oi_1, o21ai_1, nand2_1"
syn_area_per_cell_um2 = 5.636
largest_area_cell = "a22oi_1"
ys_seq_frac = 0
ys_cells = 113
topCombFamilyByArea = "AND-OR/OR-AND gates"
synth.yosys.warnings = 2
synthTopCellsByCount = "a22oi_1, nand2_1, o21ai_1"
yosysTopAreaCellShare = 0.3772
ys_sh_simple = 0.1886
syn-instance-count = 113
netlist_area_um2 = 636.9
mux_area_frac = 0

[critical_path]
cp_slowest_cell = "ha_1"
start_kind = "input pin"
cp_data_required_time_ns = 4.16
path_max_fanout = 17
critPathKind = "in2out"
crit_chain = "clkdlybuf4s50_1 -> ha_1 -> buf_4 -> a22oi_1 -> o21ai_1 -> clkdlybuf4s50_1"
worstSetupEndpointType = "output pin"
crit_arrival_ns = 3.15
slowest_delay_ns = 0.53
crit_path_frequent_cell = "clkdlybuf4s50_1"

[place]
port_buffers = 130
gp_congestion = 0.8068
hpwl_um = 3718

[pwr]
leakage_nw = 0.7100
peakVddDrop_v = 0.00004100
p_per_area_nw_per_um2 = 93.27

[sta]
fmax_mhz = 238.7
finalSetupTns_ns = 0
drv_slew = 0
rsz0062_at_grt = "false"
finalHoldViolCount = 0
relSlewSlack = 0.5861
worst_pin_slew_ns = 0.6209
setup_violations = 0
whs_ns = 2.984
finalClockPeriodUsage = 0.8056
period_minus_slack_ns = 4.189

[clocking]
post_cts_resized = 0
ctsHoldBuffers = 0
post-cts-setup-buffer-count = 0

[hold_path]
hp-class = "in2out"

[run_status]
status = "finished, final reports clean"

[run]
drv_cap = 0
tool_warnings = 33
## cell families (layout without fill, tap and decap cells)
| group | count (synthesis) | in the layout |
|---|---|---|
| simple gates | 32 | 32 |
| buf+inv | 15 | 135 |
| compound gates | 64 | 64 |
| fa+ha+maj | 2 | 2 |
## worst paths after layout
kind                  slack (ns)          to           from  depth (start not counted)
worst max-delay path        1.01  Salida[10]       Senal[0]                          6
worst min-delay path        2.98  Salida[28]  resultado[28]                          4
## cell type report
type                       instances  area (um^2)
fill                             341         1694
timing repair buffer             133         1324
multi-input combinational         98        548.0
tap                               48        60.06
inverter                           2        7.507
## per-layer routing
metal / wire [um] / track usage / vias up
met1: 1690 / 0.1550 / 526
met3: 535 / 0.05011 / 0
met5: 0 / 0 / -
met2: 2108 / 0.2054 / 70
li1: - / - / 664
met4: 0 / 0 / 0
## critical path: cells and delay by family
family | cells | cell delay (ns)
adder cells (fa/ha/maj) | 1 | 0.53
AND-OR/OR-AND | 2 | 0.26
buffers and inverters | 3 | 1.31
## layout by cell type (no fill, tap or decap)
cell type          n
a22oi_1           32
ha_1               1
o21ai_0            2
nand2_1           32
inv_1              2
buf_4              3
clkdlybuf4s50_1  130
o21ai_1           30
ha_2               1
## through the flow
stage                     instance area (um^2)  setup WS [ns]  std cells  total power [mW]
after global placement                    1939          1.005        281            0.1825
after global routing                      1939         0.8057        281            0.1991
after CTS                                 1939         0.9868        281            0.1845
final                                     1939          1.011        281            0.1809
after detailed placement                  1939         0.9863        281            0.1834
after floorplan                          636.9          2.418        113           0.04854
## power breakdown
part	internal (mW)	total, mW	switching, mW
clock network	0	0	0
logic	0.130	0.181	0.0507
registers	0	0	0
total	0.130	0.181	0.0507
Power figures rest on the tool's default switching activity, not on a simulated workload.
