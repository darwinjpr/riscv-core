==> design.v <==
module reg_bank (DOA, DOB, DI, DIR_A, DIR_B, DIR_WR, clk, REG_WR);
input clk, REG_WR;  
input [4:0] DIR_A, DIR_B, DIR_WR;  
input [31:0] DI;  
output [31:0] DOA,DOB;  
reg [31:0] regfile [31:0];
integer i;
initial begin 
    for (i = 0; i <= 31; i=i+1) begin  
        regfile[i] = 32'd0;
end end
assign DOA = regfile[DIR_A];
assign DOB = regfile[DIR_B];
always @(posedge clk)
    if(REG_WR == 1) begin
     regfile [DIR_WR] <= DI;
     end
endmodule
==> run.sh <==
#!/bin/bash
# OpenROAD 26Q1-2900-gdf79404cd8, Yosys 0.63+post, stock flow scripts
make -C /OpenROAD-flow-scripts/flow DESIGN_CONFIG=/design/flow/config.mk WORK_HOME=/design/flow/orfs finish
==> config.mk <==
export PLATFORM = sky130hd
export DESIGN_NAME = reg_bank
export DESIGN_NICKNAME = reg_bank
export VERILOG_FILES = /design/flow/design.v
export SDC_FILE = /design/flow/constraint.sdc
export NUM_CORES = 4
export LEC_CHECK = 1
export CORE_UTILIZATION = 50
==> constraint.sdc <==
current_design reg_bank

set clk_period 5.1
set clk_io_pct 0.2

create_clock -name clk0 -period $clk_period [get_ports {clk}]

set non_clock_inputs [all_inputs -no_clocks]
set_input_delay [expr $clk_period * $clk_io_pct] -clock clk0 $non_clock_inputs
set_output_delay [expr $clk_period * $clk_io_pct] -clock clk0 [all_outputs]
==> results.txt <==
run results: floorplan die width=~310 µm, Reg power frac=about half, number of maximum-capacitance constraint violations=0, Dominant flop cell=edfxtp_1, combinational cell fraction of total power=approximately a tenth, overall die area=roughly 0.099 mm², fraction of synthesized cell area taken by the top area cell type=63.0%, Fin Setup TNS=0 ps, post-synthesis cell count=roughly 3.4k, maximum number of pins on one net before global-route repair=slightly below 70, total tool warning count=26, post-synthesis register bit count=1024, total number of placement rows=roughly 110, P_leak=20.8 nW, worst-path fanout max=15, Clock Tree Buf Depth=3, headroom to the max-slew limit=about 29%, iteration tally of the first detailed-router pass=6, number of enable flip-flop cells=1024, Post-Synthesis Cell Area=0.0488 mm², transition at the pin with the smallest max-transition slack=1060 ps, Cell Int Power=between 10 and 15 mW, core footprint=0.0967 mm², category of the most critical setup path=in2out, number of max-slew violations in the final report=0, total wirelength of the detailed-routed design=159000 µm, Hold/Removal Path Class=in2reg, chip area in the Yosys report=around 0.05 mm², net switching power=4.41 mW, total DRC errors in the routed layout=0, crit end category=output port, Worst Path Required=just over 4000 ps, Max Freq=0.205 GHz, final count of hold timing violations=0, post-CTS sizing=0, launch point of the critical path=DIR_A[3], part of the total power dissipated in the clock network=around two fifths, first-pass GRT wire length=roughly 230000 µm, Detail Route Antenna Nets=0, number of levels in the clock H-tree=3, min Tclk post-route=roughly 5000 ps, Iter 0 DRT Violations=between 2k and 2.5k, worst-case hold slack=between 1000 and 1500 ps, max reg flops=about 1k, vias in the first global route=approximately 33k, Hold Startpoint=DI[28], top-level I/O count=~110, Unique cell types=23, Hold-fix buffers, CTS=0, post-layout power=between 15 and 20 mW, worst voltage drop across the vdd grid=0.000259 V, Num Clock Sinks=between 1k and 1.5k, ratio of final minimum period to clock period=a little over nine tenths, YS warnings=1, fraction of power spent switching nets=a little under a quarter, Vert. Die Dim=around 310 µm, initial standard-cell utilization of the core=about half, FFs w/ async S/R, synth=0%, clock transition at the registers of the reported paths=60 ps, cell taking the most area after synthesis=edfxtp_1, root buffer cell=clkbuf_16, register name with the most flops=regfile, antenna violations before repair=4, Total Routing Usage GR=a little over a third, Num CTS Buffers=between 100 and 150, startpoint class of the critical path=input pin, count of final setup violators=0, part of the Yosys area used for sequential elements=a little over three fifths, arrival time reported for the critical path endpoint=3860 ps, overflow left after global routing=0, Main area contributors=edfxtp_1, mux2i_1, a22oi_1, a22o_1, nand3_1, share of layout cells above drive strength 1=a little under an eighth, routability cong.=~0.94, final routed wire length divided by cell count=32.3 µm, Power per Cell Area=roughly 340 mW/mm², vias per cell=~6.5, number of setup buffers added after CTS=0, Avg Cell Area, Syn=approximately 14 µm², placed wire-length estimate=~94000 µm, setup repair after global routing missed its margin=no, largest registers=regfile (1024), area overhead of the layout relative to synthesis=15.2%, clock tree from TritonCTS=yes, result of the run=complete, no violations, routed vias=between 30k and 40k, yosys cell count=~3.4k, port bufs=112
==> metal layers <==
| metal | wire [µm] | vias up | global-route usage [%] |
|---|---|---|---|
| met4 | 6430 | 12 | 11.1 |
| met1 | 55300 | 15600 | 46.5 |
| met3 | 27400 | 350 | 25.9 |
| met2 | 70100 | 2175 | 49.2 |
| met5 | 177 | - | 1.35 |
| li1 | - | 13800 | - |
==> through the flow <==
| stage | std cells | setup WS [ps] | area, µm² | util, % |
|---|---|---|---|---|
| CTS | 4938 | 194 | 56200 | 58.1 |
| floorplan | 3386 | 1650 | 48800 | - |
| finish | 4939 | 215 | 56200 | 58.1 |
| global placement | 4744 | 190 | 52800 | 54.6 |
| detailed placement | 4744 | 192 | 52800 | 54.6 |
| global route | 4938 | 116 | 56200 | 58.1 |
==> layout by cell type (no fill, tap or decap), types with 3 or more instances in the layout <==
cell type / n
edfxtp_1: 1024
clkinv_2: 19
a22o_1: 128
clkbuf_16: 113
buf_12: 70
clkdlybuf4s50_1: 110
a21oi_1: 192
clkinv_1: 30
nor2_4: 34
nor3_1: 64
nand2_1: 193
bufinv_16: 8
clkbuf_1: 19
buf_4: 153
nand3_1: 194
or3b_2: 3
mux2i_1: 1024
nand3b_1: 5
a31oi_1: 64
nor2b_4: 4
a22oi_1: 192
nand2b_2: 4
==> synthesized netlist by cell type, types with 2 or more instances <==
library cell  count
nand2_1         195
buf_6            45
mux2i_1        1024
clkbuf_4          4
nand2b_1          4
buf_4            47
nand3b_1          5
or3b_2            3
nor3_1           64
a22o_1          128
a21oi_1         192
and2_1            2
buf_2            70
nand3_1         194
a31oi_1          64
edfxtp_1       1024
nor2_1           35
or2_2             2
a22oi_1         192
nor2b_1           4
clkbuf_1         86
==> critical path, stage by stage <==
cell,delay (ps)
clkdlybuf4s50_1,550
nand2b_2,710
buf_4,320
a21oi_1,60
a31oi_1,310
nand3_1,330
clkdlybuf4s50_1,520
==> path summary, 6_finish.rpt <==
| check | cells past startpoint | endpoint | slack, ps |
|---|---|---|---|
| max | 7 | DOA[12] | 220 |
| min | 2 | regfile[29][28] | 1140 |
==> power by group through the flow <==
stage     registers, mW  clock network [mW]  logic (mW)
4_1_cts            9.41                7.71        1.85
6_report           9.41                7.64        1.87
5_1_grt            9.42                8.07        1.98
==> final cells by class <==
type	count	area (µm²)
Fill cell	7185	40500
Sequential cell	1024	30700
Multi-Input combinational cell	2109	16800
Timing Repair Buffer	335	3680
Clock buffer	132	2900
Tap cell	1276	1600
Clock inverter	62	500
Antenna cell	1	2.50
==> cell families (layout without fill, tap and decap cells) <==
family	after synthesis	in the layout	synth area share (%)
muxes	1024	1024	21.0
DFF	1024	1024	63.0
AOI/OAI and AO/OA	576	576	8.04
and+or+nand+nor	509	509	4.71
buffers and inverters	253	529	3.21
other	0	1	0
Power and IR drop assume default switching activity.
