==> flow/run.sh <==
#!/bin/bash
# OpenROAD 26Q1-2900-gdf79404cd8, Yosys 0.63+post, stock flow scripts
make -C /OpenROAD-flow-scripts/flow DESIGN_CONFIG=/design/flow/config.mk WORK_HOME=/design/flow/orfs finish
==> flow/config.mk <==
export PLATFORM = sky130hd
export DESIGN_NAME = ALU
export DESIGN_NICKNAME = ALU
export VERILOG_FILES = /design/flow/design.v
export SDC_FILE = /design/flow/constraint.sdc
export NUM_CORES = 4
export LEC_CHECK = 1
export CORE_UTILIZATION = 40
==> flow/constraint.sdc <==
current_design ALU

set clk_period 38.1
set clk_io_pct 0.2

create_clock -name clk0 -period $clk_period

set non_clock_inputs [all_inputs -no_clocks]
set_input_delay [expr $clk_period * $clk_io_pct] -clock clk0 $non_clock_inputs
set_output_delay [expr $clk_period * $clk_io_pct] -clock clk0 [all_outputs]
==> flow/design.v <==
module ALU (
    input [31:0] A, B,
    input s,
    output [31:0] F,
    output reg z
    );
wire [31:0] ALU_SUMA, ALU_RESTA;
wire CarrySUMA, CarryRESTA;
CarryLookAheadSumador #(32) SUM( A, B, ALU_SUMA, CarrySUMA, 1'b0);   
CarryLookAheadSumadorR #(32) SUM2( A, B, ALU_RESTA, CarryRESTA, 1'b0);
assign F = s ? ALU_RESTA : ALU_SUMA;  
always @(*) begin
    if(F==32'd0) 
        z = 1'b1;
    else
        z = 1'b0;
end
endmodule
`timescale 1ns / 1ps
module CarryLookAheadSumador
  #(parameter N = 3)
  (
   input logic [N-1:0] Operando1,
   input logic [N-1:0] Operando2,
   output logic [N-1:0]  Resultado,
   output logic CarryOut,
   input logic CarryIn
   );
  wire [N:0]     w_C;
  wire [N-1:0]   w_G, w_P, w_SUM;
  genvar             ii;  
  generate
    for (ii=0; ii<N; ii=ii+1) 
      begin
        SumadorCompleto FullAdder
            ( 
              .bit1(Operando1[ii]),
              .bit2(Operando2[ii]),
              .CarryIn(w_C[ii]),
              .Suma(w_SUM[ii]),
              .CarryOut()
              );
      end
  endgenerate
  genvar             jj;
  generate
    for (jj=0; jj<N; jj=jj+1) 
      begin
        assign w_G[jj]   = Operando1[jj] & Operando2[jj];
        assign w_P[jj]   = Operando1[jj] | Operando2[jj];
        assign w_C[jj+1] = w_G[jj] | (w_P[jj] & w_C[jj]);
      end
  endgenerate
  assign w_C[0] = CarryIn ; 
  assign Resultado = w_SUM; 
  assign CarryOut= w_C[N];  
endmodule 
`timescale 1ns / 1ps
module CarryLookAheadSumadorR
  #(parameter N = 3)
  (
   input logic [N-1:0] Operando1,
   input logic [N-1:0] Operando2,
   output logic [N-1:0]  Resultado,
   output logic CarryOut,
   input logic CarryIn
   );
  wire [N:0]     w_C;
  wire [N:0]     w_C0;
  wire [N-1:0]   w_RES;
  genvar             ii;  
  generate
    for (ii=0; ii<N; ii=ii+1) 
      begin
        RestadorCompleto Resta
            ( 
              .bit1(Operando1[ii]),
              .bit2(Operando2[ii]),
              .CarryIn(w_C[ii]),
              .Resta(w_RES[ii]),
              .CarryOut(w_C0[ii])
              );
      end
  endgenerate
  genvar             jj;
  generate
    for (jj=1; jj<N+1; jj=jj+1) 
      begin
        assign w_C[jj] = w_C0[jj-1];
      end
  endgenerate
  assign w_C[0] = CarryIn; 
  assign Resultado = w_RES; 
  assign CarryOut= w_C[N];  
endmodule 
`timescale 1ns / 1ps
module RestadorCompleto(
input logic bit1,
  input logic bit2,
  input wire CarryIn,
  output logic Resta,
  output wire CarryOut
   );
  wire   CompXor;
  wire   CompAnd1;
  wire   CompAnd2;
  assign CompXor = bit1 ^ bit2;  
  assign CompAnd1 = ~(CompXor) & CarryIn;  
  assign CompAnd2 = ~(bit1) & bit2;  
  assign Resta  = CompXor ^ CarryIn;  
  assign CarryOut = CompAnd1 | CompAnd2;  
endmodule 
`timescale 1ns / 1ps
module SumadorCompleto(
  input logic bit1,
  input logic bit2,
  input wire CarryIn,
  output logic Suma,
  output wire CarryOut
   );
  wire   CompXor;
  wire   CompAnd1;
  wire   CompAnd2;
  assign CompXor = bit1 ^ bit2;  
  assign CompAnd1 = CompXor & CarryIn;  
  assign CompAnd2 = bit1 & bit2;  
  assign Suma   = CompXor ^ CarryIn;  
  assign CarryOut = CompAnd1 | CompAnd2;  
endmodule 
==> results.sh <==
# source this file to load flow results
export IMPL_status="complete, no violations"
export IMPL_die_size_y_um=92.7
export IMPL_comb_power_share=1.000
export IMPL_setup_tns_final_ns=0
export IMPL_route_antenna_remaining_nets=0
export IMPL_die_x_um=92.7
export IMPL_synth_logic_top_family="adder cells"
export IMPL_setup_viol_count_final=0
export IMPL_mux_share=0.0122
export IMPL_grt_use_met3=0.00752
export IMPL_arrival_ns=12.50
export IMPL_power_per_cell_area_nw_per_um2=15.1
export IMPL_syn_instance_count=459
export IMPL_relSlewSlack=0.481
export IMPL_core_um2=7850
export IMPL_io_buffers=98
export IMPL_stdcell_count=653
export IMPL_design_power_total_w=0.0000662
export IMPL_globalRoute_busiestLayer="met2"
export IMPL_gp_routability_congestion=0.859
export IMPL_switchingPower_w=0.0000295
export IMPL_min_period_ns=20.12
export IMPL_placement_setup_worst_slack_ns=17.98
export IMPL_switching_share_of_power=0.446
export IMPL_number_of_global_route_vias_before_repair=3029
export IMPL_synth_lib_cells_used_distinct=61
export IMPL_dp_cells=653
export IMPL_clock_buffer_count=0
export IMPL_groute_usage_overall=0.198
export IMPL_grt_remaining_overflow=0
export IMPL_cts_post_setup_buffers_inserted=0
export IMPL_gr_layer_usage_met1=0.287
export IMPL_detailedPlacementHpwl_um=7410
export IMPL_cts_hold_fix_buffers=0
export IMPL_max_vdd_ir_drop_uv=5.99
export IMPL_globalRouteMet2Util=0.344
export IMPL_synth_chip_area_um2=3290
export IMPL_drt_wl_total_um=8420
export IMPL_power_frac_seq=0
export IMPL_setup_worst_path_class="in2out"
export IMPL_synthAdderAreaFrac=0.350
export IMPL_n_sequential_cell=0
export IMPL_rsz_0062_raised_after_global_routing="no"
export IMPL_fp_row_count=32
export IMPL_viasPerCell=4.99
export IMPL_drt_drc_violations_left=0
export IMPL_worst_hold_slack_ns=16.30
export IMPL_global_route_wire_length_before_repair_um=13900
export IMPL_drv_max_cap_violation_count=0
export IMPL_routed_via_count=3259
export IMPL_synth_yosys_seq_area_share=0
export IMPL_flop_area_um2=0
export IMPL_finalHoldViolations=0
export IMPL_timing_critical_path_from_type="input port"
export IMPL_highest_attainable_clock_frequency_mhz=49.7
export IMPL_hp_class="in2out"
export IMPL_avgSynthCellArea_um2=7.17
export IMPL_antenna_cells_inserted=0
export IMPL_crit_required_ns=30.48
export IMPL_endpoint_kind="output pin"
export IMPL_clock_share_of_power=0
export IMPL_detail_route_iter0_violations=101
export IMPL_final_max_slew_viol_count=0
export IMPL_power_internal_w=0.0000367
export IMPL_syn_cell_area_um2=3290
export IMPL_chip_area_um2=8600
export IMPL_critical_path_peak_fanout=39
export IMPL_detail_route_wl_per_cell_um=12.9
export IMPL_io_pin_count=98
export IMPL_aoi_share=0.231
export IMPL_cts_resized=0
export IMPL_timing_final_ws_setup_ns=17.98
export IMPL_drive_above_1_share=0.0363
export IMPL_ys_cells=459
export IMPL_period_used=0.528
export IMPL_floorplan_core_util=0.419
export IMPL_antenna_violations_before_repair=0
export IMPL_power_leakage_nw=2.14
export IMPL_detailedRoute_firstPassIterationCount=4
export IMPL_area_growth_syn_to_layout_pct=32.7
export IMPL_yosysWarningCount=1
export IMPL_synth_cellmix_xorXnorShare=0.0825
export IMPL_tool_warnings=93
export IMPL_simple_gate_share=0.204
export IMPL_grt_start_max_net_pins=40
export IMPL_num_fill_cells=789
export IMPL_tightestPinTransition_ns=0.774
[worst paths after layout]
| kind | cells after the start | start | to | slack (ns) |
|---|---|---|---|---|
| worst max-delay path | 14 | s | z | 17.98 |
| worst min-delay path | 4 | B[0] | F[0] | 16.30 |
[layer usage]
layer  wire length [µm]  vias up
met5                  0        -
met4                 28        0
met3                287        2
met2               3790       73
met1               4310     1428
li1                   -     1756
[cell type report]
class / instances / area [µm²] / area share
tap: 102 / 128 / 0.0292
multi-input combinational: 357 / 2900 / 0.663
inverter: 95 / 357 / 0.0816
timing repair buffer: 99 / 988 / 0.226
[critical path: stages]
cell,delay (ns)
clkdlybuf4s50_1,0.45
buf_4,0.38
inv_1,0.48
nor3_1,0.29
a21oi_1,0.07
xor2_1,0.19
or4_1,0.53
or4_1,0.40
or4_1,0.44
or4_1,0.42
nor4_1,0.38
nand4b_1,0.19
nor4_2,0.15
clkdlybuf4s50_1,0.49
[logic make-up after synthesis]
kind of cell               count (synthesis)
and+or+nand+nor                          122
AOI/OAI and AO/OA                        108
buffers and inverters                    102
adders and majority gates                 92
xor gates and xnor gates                  31
muxes                                      4
[stage by stage]
stage	util	instance area, µm²
floorplan	-	3290
global placement	0.557	4370
detailed placement	0.557	4370
CTS	0.557	4370
global route	0.557	4370
finish	0.557	4370
[power groups by stage]
| stage | logic, W | registers (W) | clock network (W) |
|---|---|---|---|
| CTS | 0.0000669 | 0 | 0 |
| finish | 0.0000662 | 0 | 0 |
| global route | 0.0000737 | 0 | 0 |
[Yosys cell counts (5+ instances only)]
cell type / instances / area share
a21oi_1: 38 / 0.058
a211oi_1: 7 / 0.016
xnor2_1: 23 / 0.061
or4_1: 6 / 0.014
o31ai_1: 11 / 0.025
nand2_1: 10 / 0.011
o21bai_1: 9 / 0.021
o21ai_0: 6 / 0.0091
or3_1: 6 / 0.011
ha_1: 92 / 0.35
nor3_1: 16 / 0.024
o211ai_1: 7 / 0.016
nand2b_1: 7 / 0.013
inv_1: 95 / 0.11
nor2_1: 40 / 0.046
nand3_1: 5 / 0.0076
xor2_1: 8 / 0.021
nor4_1: 7 / 0.013
[cells in the final DEF (no fill, tap or decap), types with 8 or more instances in the layout]
cell type,n
xor2_1,8
nor3_1,16
a21oi_1,38
nand2_1,10
xnor2_1,23
inv_1,95
o31ai_1,11
ha_1,92
nor2_1,40
o21bai_1,9
clkdlybuf4s50_1,98
